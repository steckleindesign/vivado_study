**./constraint.sdc**
```tcl
current_design nbit_adder

set clk_period 5.0
set clk_io_pct 0.2

create_clock -name clk0 -period $clk_period

set non_clock_inputs [all_inputs -no_clocks]
set_input_delay [expr $clk_period * $clk_io_pct] -clock clk0 $non_clock_inputs
set_output_delay [expr $clk_period * $clk_io_pct] -clock clk0 [all_outputs]
```
**./run.sh**
```bash
#!/bin/bash
# OpenROAD 26Q1-2900-gdf79404cd8, Yosys 0.63+post, stock flow scripts
make -C /OpenROAD-flow-scripts/flow DESIGN_CONFIG=/design/flow/config.mk WORK_HOME=/design/flow/orfs finish
```
**./design.v**
```verilog
`timescale 1ns / 1ps
module nbit_adder #(parameter N = 4) (
    input  logic [N-1:0] a,
    input  logic [N-1:0] b,
    input  logic         cin,
    output logic [N-1:0] sum,
    output logic         cout
);
    assign {cout, sum} = a + b + cin;
endmodule
```
**./config.mk**
```make
export PLATFORM = sky130hd
export DESIGN_NAME = nbit_adder
export DESIGN_NICKNAME = nbit_adder
export VERILOG_FILES = /design/flow/design.v
export SDC_FILE = /design/flow/constraint.sdc
export NUM_CORES = 4
export LEC_CHECK = 1
export CORE_AREA = 10 10 70 70
export DIE_AREA = 0 0 80 80
```
==> summary.txt <==
Notes on the flow run.

- The script computed a power per unit cell area of 99.9 nW/µm².
- The final report gives the core utilization as 0.100.
- The count of nets left with antenna violations once routing finished came out at 0.
- In this run the core area contains 21 standard-cell rows.
- Internal power comes to 0.0000244 W.
- The synthesized netlist was found by Yosys to have 16 cells.
- The most instantiated logic cell after routing is sky130_fd_sc_hd__clkdlybuf4s50_1, for reference.
- The half-perimeter wire length after detailed placement is 484 µm, for reference.
- Port buffering added 14 buffers.
- The total routing resource utilization after global routing is 0.0157, for reference.
- The total of max-cap violations is 0, for reference.
- The total count of hold-check failures in the final report is 0, for reference.
- The synthesized netlist occupies a cell area of 144 µm².
- The critical path is of the input pin to output port type.
- The count of clock-net buffers in the final layout is 0, for reference.
- The count of sequential standard cells is 0, for reference.
- The initial antenna violation count was 0.
- Of the total power, the share spent switching nets is 0.285.
- Of the total power, registers draw 0.
- Summed over all layers, the routed wires come to 507 µm.
- The filler cell count is 399, for reference.
- The report gives the cell count of the worst hold path as 4.
- In this run the vertical extent of the chip is 80 µm.
- The routability-driven placement congestion ratio is 0.770, for reference.
- The worst setup path is captured at an output port.
- The register share after synthesis is 0, for reference.
- The final-report setup violation count is 0, for reference.
- The count of boundary I/O pins is 14, for reference.
- The total grt overflow is 0, for reference.
- For this design the total switching power over the nets is 0.00000974 W.
- The max-slew headroom at the worst pin is 0.902, for reference.
- Per the OpenROAD floorplan log, the width of the die is 80 µm.
- Counting pins that exceed their max-slew limit in the final report gives 0.
- The number of cells upsized or downsized after cts is 0, for reference.
- The average detailed-routed wire length per instance is 6.67 µm, for reference.
- The share of post-route cells with drive strength above 1 is 0.0333, for reference.
- Per the OpenROAD floorplan log, the area of the core is 3420 µm².
- The detailed-router iteration count before antenna repair is 1, for reference.
- The number of different library cells in the post-synthesis netlist is 9, for reference.
- The fraction of the core area occupied by cells at floorplan is 0.0421, for reference.
- The leakage component of the power was reported as 0.135 nW.
- The worst path in the final design needs a cycle of 3.88 ns, including I/O delays and setup.
- The share of total power in the clock network is 0, for reference.
- The worst voltage drop across the vdd grid is 10.3 µV, for reference.
- The post-cts hold-fix buffer tally is 0, for reference.
- The final layout reports a setup TNS of 0 ns.
- The routed design shows a via density per instance of 2.00.
- The maximum fanout along the worst path is 2, for reference.
- The measured slew at the worst slew-check pin is 0.145 ns, for reference.
- The via count of the first global-routing pass was 156.
- Setup repair after global routing left no endpoint under its margin.
- The number of vias in the routed layout is 152, for reference.
- The run finished with clean final reports.
- The antenna diode count is 0, for reference.
- The total non-filler cell area in the finished layout is 342 µm², for reference.
- The standard cell area after detailed placement is 342 µm², for reference.
- The number of warnings reported in the stage logs is 35.
- The critical path startpoint category is an input pin, for reference.
- The pin count of the biggest net entering global routing is 4, for reference.
- The data required time reported for the critical path is 4.00 ns.
- The OpenROAD report gives the critical path a data arrival time of 2.88 ns.
- Counting the warning lines in the Yosys log gives 0.
- The wire length of the first global-routing pass is 793 µm, for reference.
- The average cell area after synthesis is 8.99 µm², for reference.
- The number of setup buffers added after CTS is 0.
- The violation tally recorded at the end of detailed-routing iteration 0 is 0.
- The path type of the worst min-delay path is input pin to output port, for reference.
- The share of total power dissipated in combinational logic is 1.000.
- The number of remaining DRC errors is 0, for reference.
- According to the Yosys statistics, the synthesized design has a chip area of 144 µm².
- The part of the cycle the worst path needs is 0.775, for reference.
- After technology mapping, the gate count stands at 16.
- In this run the layout overhead on the synthesized area is reported as 137%.
- Per the OpenROAD floorplan log, the area of the die is 6400 µm².
- Ranking logic cells in the layout by count gives the top entries sky130_fd_sc_hd__clkdlybuf4s50_1, sky130_fd_sc_hd__inv_1, sky130_fd_sc_hd__ha_1, sky130_fd_sc_hd__xnor2_1, sky130_fd_sc_hd__fa_1.
- The footprint of the flip-flops and latches is 0 µm², for reference.
- The highest clock rate this design can be run at is 0.258 GHz.
==> final cells by class <==
class | count | area (µm²) | area share
Timing Repair Buffer | 14 | 140 | 0.410
Tap cell | 46 | 57.6 | 0.168
Inverter | 4 | 15.0 | 0.0440
Multi-Input combinational cell | 12 | 129 | 0.377
==> power groups by stage <==
| stage | Sequential, W | Combinational, W | Clock [W] |
|---|---|---|---|
| 4_1_cts | 0 | 0.0000351 | 0 |
| 5_1_grt | 0 | 0.0000388 | 0 |
| 6_report | 0 | 0.0000341 | 0 |
==> cells in the mapped netlist, drive strengths merged <==
master / instances / share of area
fa: 2 / 0.28
inv: 4 / 0.10
a21o: 1 / 0.052
nor2b: 1 / 0.044
xnor2: 2 / 0.12
o21ai: 1 / 0.035
a21oi: 1 / 0.061
nand2b: 1 / 0.044
ha: 3 / 0.26
==> metal layers <==
| layer | GRT usage | wire length [µm] | vias to the layer above | share of wire |
|---|---|---|---|---|
| li1 | - | - | 78 | - |
| met3 | 0.0170 | 162 | 0 | 0.32 |
| met4 | 0 | 0 | 0 | 0 |
| met2 | 0.0177 | 146 | 12 | 0.29 |
| met1 | 0.0205 | 198 | 62 | 0.39 |
| met5 | 0 | 0 | - | 0 |
==> critical path: stages <==
cell and delay [ns]:
sky130_fd_sc_hd__clkdlybuf4s50_1 0.43, sky130_fd_sc_hd__fa_1 0.45, sky130_fd_sc_hd__inv_1 0.08, sky130_fd_sc_hd__fa_1 0.40
sky130_fd_sc_hd__inv_1 0.06, sky130_fd_sc_hd__clkdlybuf4s50_1 0.46
==> kinds of logic (layout without fill, tap and decap cells) <==
| kind of cell | Yosys count | in the layout | share of synthesized area |
|---|---|---|---|
| fa+ha+maj | 5 | 5 | 0.539 |
| buf+inv | 4 | 18 | 0.104 |
| compound gates | 3 | 3 | 0.148 |
| xor+xnor | 2 | 2 | 0.122 |
| simple gates | 2 | 2 | 0.0870 |
==> path summary, 6_finish.rpt <==
kind              from      to  slack [ns]
setup / recovery  a[0]  sum[1]        1.12
hold / removal    b[3]  sum[3]        3.08
==> metrics by stage <==
stage	setup slack [ns]	power, W	hold slack [ns]	cells
after floorplan	2.08	0.0000107	2.10	16
after global placement	1.12	0.0000348	3.09	76
after detailed placement	1.10	0.0000349	3.09	76
after CTS	1.10	0.0000351	3.08	76
after global routing	0.987	0.0000388	3.11	76
final	1.12	0.0000341	3.08	76
Power is estimated from default activity; no workload was simulated.
